==> design/flow/config.mk <==
export PLATFORM = sky130hd
export DESIGN_NAME = flow_16to8
export DESIGN_NICKNAME = flow_16to8
export VERILOG_FILES = /design/flow/design.v
export SDC_FILE = /design/flow/constraint.sdc
export NUM_CORES = 4
export LEC_CHECK = 1
export CORE_AREA = 10 10 88 88
export DIE_AREA = 0 0 98 98
==> design/flow/constraint.sdc <==
current_design flow_16to8

set clk_period 2.4
set clk_io_pct 0.2

create_clock -name clk0 -period $clk_period [get_ports {clk}]

set non_clock_inputs [all_inputs -no_clocks]
set_input_delay [expr $clk_period * $clk_io_pct] -clock clk0 $non_clock_inputs
set_output_delay [expr $clk_period * $clk_io_pct] -clock clk0 [all_outputs]
==> design/flow/design.v <==
module flow_16to8(
input                   clk      ,   
input                   rst_n    ,   
input                   cfg_en   ,   
input                   src_val  ,   
output reg              src_rdy  ,   
input      [16-1:0]     src_data ,   
output reg              dst_val  ,   
input                   dst_rdy  ,   
output reg [8-1:0]      dst_data     
);
reg cnt;
reg [15:0] reg_data;
wire output_accepted;
wire inp_val;
assign inp_val = src_val & src_rdy & cfg_en;
assign output_accepted = dst_val & dst_rdy ;
always @(posedge clk or negedge rst_n)
if (~rst_n)             cnt <= 1'b0   ; else
if (~cfg_en)            cnt <= 1'b0   ; else
if (output_accepted)    cnt <= ~cnt;
always @(posedge clk or negedge rst_n)
if (~rst_n)       dst_data <= 1'b0                                ; else
if (~cfg_en)      dst_data <= 1'b0                                ; else
                  dst_data <= cnt ? reg_data[15:8] : reg_data[7:0];
always @(posedge clk or negedge rst_n)
if (~rst_n)                 src_rdy <= 1'b1; else
if (inp_val)                src_rdy <= 1'b0; else
if (cnt & output_accepted)  src_rdy <= 1'b1; 
always @(posedge clk or negedge rst_n)
if (~rst_n)  reg_data <= 0; else
if (inp_val) reg_data <= src_data;
always @(posedge clk or negedge rst_n)
if (~rst_n)                dst_val <= 1'b0; else
if (~cfg_en)               dst_val <= 1'b0; else
if (inp_val)               dst_val <= 1'b1; else
if (cnt & output_accepted) dst_val <= 1'b0;
endmodule  
==> design/flow/run.sh <==
#!/bin/bash
# OpenROAD 26Q1-2900-gdf79404cd8, Yosys 0.63+post, stock flow scripts
make -C /OpenROAD-flow-scripts/flow DESIGN_CONFIG=/design/flow/config.mk WORK_HOME=/design/flow/orfs finish
==> notes.md <==
Physical implementation.

- Total power normalized to cell area comes to 493.7 mW/mm².
- The first global-routing pass estimated between 3000 and 4000 µm of wire.
- The path depth of the worst reg2reg path is 2.
- The placed instance area is ~0.0015 mm².
- The data arrival time at the worst-slack endpoint is 1320 ps.
- Relative to the synthesized area, the layout overhead comes to 39.34%.
- The congestion estimate from routability-driven global placement came to approximately 0.76.
- The clock edge transition at the registers on the reported setup and hold paths is approximately 90 ps.
- The final number of max-transition violations is 0.
- The report lists the cells along the critical path as clkdlybuf4s50_1.
- In this run the horizontal extent of the chip is a little under 100 µm.
- The CTS report gives the tree buffer count as 3.
- The finished layout reports a core utilization of 25.97%.
- With fillers left out, the area of the finished cells amounts to 0.001538 mm².
- The cell at the root of the clock tree is sky130_fd_sc_hd__clkbuf_8.
- Grouping stages by cell kind, the critical path spends the most delay in flip-flops.
- The kind of path behind the tightest hold check is reg -> reg.
- In this run the standard cell core region covers 0.005921 mm².
- For reference, the top cells by area after synthesis are sky130_fd_sc_hd__dfrtp_1, sky130_fd_sc_hd__mux2_4, sky130_fd_sc_hd__mux2i_1, sky130_fd_sc_hd__mux2_2, sky130_fd_sc_hd__a21bo_2.
- The yosys cell count is between 70 and 80.
- After synthesis the cells add up to 0.001104 mm².
- Counting I/O delays and the setup requirement, the final critical path takes 1801 ps.
- Global routing finished with a remaining overflow of 0.
- The final antenna-violating net count is 0.
- The cell with the most instances after synthesis is sky130_fd_sc_hd__dfrtp_1.
- Derived from the worst setup path, the maximum achievable clock frequency is 0.5551 GHz.
- The post-CTS setup buffer count is 0.
- After floorplanning, the core was divided into 28 placement rows.
- The CTS tree is yes.
- For this run, the script counts the antenna cells in the layout as 0.
- In this run the number of H-tree levels came out at 1.
- The most common flop cell mapped by yosys is sky130_fd_sc_hd__dfrtp_1.
- The footprint of the multi-input gates is between 400 and 500 µm².
- The first TritonRoute pass finished after 3 iterations.
- The share of the core area taken by cells at floorplan is 18.64%.
- After layout, the setup clock skew is reported as 3.873 ps.
- The highest fanout seen on the critical path is 5.
- The vertical die dimension is 98 µm.
- The critical path's largest stage delay is 580 ps.
- The required time at the endpoint of the critical path is between 1500 and 2000 ps.
- The initial antenna violation count is 0.
- The clock passes through at most 2 buffers.
- The startpoint class of the critical path is a flip-flop.
- The clock latency at the later pin of the worst-skew pair is 270 ps.
- The detailed router's first-iteration violation count is 13.
- For this run, the final setup violation count is recorded as 0.
- By startpoint and endpoint, the worst setup path is classified as reg -> out.
- The full die area is 0.009604 mm².
- In this run the static leakage power is 0.6875 nW.
- The count of port buffers added during placement is 30.
- The via density per instance is 3.672.
- The number of stages on the worst hold path is 1.
- The post-synth count of flops with an enable pin is 0.
- For this block, the via count after detailed routing is 661.
- The transition time recorded at the tightest slew-check pin is 589.7 ps.
- CTS saw 27 sinks.
- Across the whole layout, storage elements account for 676.9 µm².
- The total DRC errors in the routed layout is 0.
- In the synthesized netlist, the cells that appear most often are sky130_fd_sc_hd__dfrtp_1, sky130_fd_sc_hd__mux2_4, sky130_fd_sc_hd__mux2i_1, sky130_fd_sc_hd__nor2_1, sky130_fd_sc_hd__mux2_2.
- The final timing report lists a hold violation count of 0.
- The number of maximum-capacitance violations recorded for the run is 0.
- The layout has 603 filler cells.
- For this design, the slowest cell found on the critical path is sky130_fd_sc_hd__dfstp_2.
- Setup repair after global routing left no endpoint under its margin.
- The final layout contains routed wiring with a total length of 2283 µm.
- The number of library cell types mapped by synthesis is 16.
- The count of yosys warnings during synthesis is 1.
- The count of instances resized after the clock tree is built is 0.
- The count of buffer and inverter cells on the critical path is 1.
- The share of the cycle needed by the critical path after routing is 75.06%.
- The Yosys chip area is 0.001104 mm².
- The post-synthesis sequential element count is 27.
- The maximum number of pins on one net before global-route repair is 28.
- The biggest area consumer among synthesized cells is sky130_fd_sc_hd__dfrtp_1.
- The portion of synthesized cell area occupied by the leading cell type is 58.96%.
- The sort of element at the end of the critical path is an output port.
- In the final layout, the share of cells above drive strength 1 is roughly 25%.
- TritonRoute output was used to compute an average wire per cell of 12.68 µm.
- The warning total across the stage logs is 25.
- The report puts the hold buffer count at CTS at 0.
- The worst slew margin relative to its limit is between 60% and 70%.
- The gate count after technology mapping is 72.
- The flow ran to the end, and the final reports show no timing, DRC or antenna violations.
- The combined global-route utilization of all metal layers is 4.742%.
- Per the synth stats, the proportion of register bits with asynchronous set or reset is 100.0%.
- After routing, the total negative slack on setup checks comes to 0 ps.
- During I/O placement, the number of pins put on the boundary was 31.
- For reference, the post-synthesis area per instance comes to ~15 µm².
- The portion of the post-synthesis area used by sequential elements is between 60 and 70%.
- The via count of the first global-routing pass is 754.
- The analysis reports a worst IR drop on VDD of 0.1758 mV.
- The number of stages on the worst setup path is 1.
[layout by cell type (no fill, tap or decap)]
cell type                         count
sky130_fd_sc_hd__mux2_2               6
sky130_fd_sc_hd__nor2_1               8
sky130_fd_sc_hd__dfstp_2              1
sky130_fd_sc_hd__buf_4                1
sky130_fd_sc_hd__clkdlybuf4s50_1     30
sky130_fd_sc_hd__a21oi_1              2
sky130_fd_sc_hd__nand3b_1             1
sky130_fd_sc_hd__nand3_1              1
sky130_fd_sc_hd__clkbuf_8             3
sky130_fd_sc_hd__nand3_4              1
sky130_fd_sc_hd__o21ai_0              1
sky130_fd_sc_hd__nand2_1              1
sky130_fd_sc_hd__mux2i_1              8
sky130_fd_sc_hd__dfrtp_1             26
sky130_fd_sc_hd__mux2_4              10
sky130_fd_sc_hd__clkinvlp_4           1
sky130_fd_sc_hd__clkinv_1             1
sky130_fd_sc_hd__a21bo_2              3
[worst reg2reg max path, cell delays in order, from the launching register on]
cell and delay (ps):
sky130_fd_sc_hd__dfstp_2 580, sky130_fd_sc_hd__nand3_4 260, sky130_fd_sc_hd__mux2_4 390
[per-layer routing]
| layer | global-route usage (%) | share of wire, % |
|---|---|---|
| met5 | 0 | 0 |
| met3 | 2.276 | 8.4 |
| met1 | 5.615 | 44 |
| met2 | 7.970 | 47 |
| met4 | 0.3356 | 0 |
[final cells by class]
cell class | instances | area share [%]
tap | 75 | 6.103
multi-input combinational | 42 | 26.44
clock inverter | 1 | 0.4882
sequential | 27 | 44.02
clock buffer | 3 | 2.685
inverter | 1 | 0.2441
timing repair buffer | 31 | 20.02
[cell families after synthesis]
kind of cell	Yosys count	synth area share, %
multiplexers	24	26.98
AND/OR/NAND/NOR	12	5.782
flip-flops	27	61.34
buffers and inverters	3	1.813
AND-OR/OR-AND	6	4.081
[stage by stage]
stage	worst slack, ps	std cells	power [mW]	hold slack, ps
2_1_floorplan	1174	72	0.4661	184.4
3_3_place_gp	598.7	176	0.5125	487.0
3_5_place_dp	559.8	176	0.5134	493.6
4_1_cts	587.9	180	0.7673	515.6
5_1_grt	537.2	180	0.7860	525.2
6_report	598.7	180	0.7591	510.4
[final timing paths]
path / startpoint / end / slack (ps)
setup / recovery: src_rdy / src_rdy / 600
hold / removal: reg_data[12] / reg_data[12] / 510
setup reg to reg: src_rdy / reg_data[0] / 1060
hold reg to reg: reg_data[12] / reg_data[12] / 510
max in group asynchronous: rst_n / src_rdy / 1540
min in group asynchronous: rst_n / reg_data[0] / 570
[state kept, by name, indices dropped and copies added (netlist names)]
signal and cells:
reg_data 16, dst_data 8, cnt 1, dst_val 1, src_rdy 1
[where the power goes]
group	switching (mW)	total (mW)	internal, mW
clock network	0.138	0.256	0.118
registers	0	0.455	0.455
logic	0.0185	0.0486	0.0301
total	0.157	0.759	0.602
Power and IR drop assume default switching activity.
